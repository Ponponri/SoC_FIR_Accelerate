## flow/constraint.sdc

```tcl
current_design bram12

set clk_period 6.0
set clk_io_pct 0.2

create_clock -name clk0 -period $clk_period [get_ports {clk}]

set non_clock_inputs [all_inputs -no_clocks]
set_input_delay [expr $clk_period * $clk_io_pct] -clock clk0 $non_clock_inputs
set_output_delay [expr $clk_period * $clk_io_pct] -clock clk0 [all_outputs]
```

## flow/design.v

```verilog
`default_nettype none
module bram12 (clk, we, re, waddr, raddr, wdi, rdo);
    parameter ADDR_WIDTH = 12;
    parameter SIZE = 12;
    parameter BIT_WIDTH = 32;
    input                          clk;
    input [3:0]                    we, re;
    input [ADDR_WIDTH-1:0]         waddr, raddr;
    input [BIT_WIDTH-1:0]          wdi;
    output reg [BIT_WIDTH-1:0]     rdo;
    reg [BIT_WIDTH-1:0] RAM [SIZE-1:0];
    always @(posedge clk)begin
        if(re) rdo <= RAM[raddr];
    end
    always @(posedge clk)begin
        if(we) RAM[waddr] <= wdi;
    end
endmodule
```

## flow/config.mk

```make
export PLATFORM = sky130hd
export DESIGN_NAME = bram12
export DESIGN_NICKNAME = bram12
export VERILOG_FILES = /design/flow/design.v
export SDC_FILE = /design/flow/constraint.sdc
export NUM_CORES = 4
export LEC_CHECK = 1
export CORE_UTILIZATION = 50
```

## flow/run.sh

```bash
#!/bin/bash
# OpenROAD 26Q1-2900-gdf79404cd8, Yosys 0.63+post, stock flow scripts
make -C /OpenROAD-flow-scripts/flow DESIGN_CONFIG=/design/flow/config.mk WORK_HOME=/design/flow/orfs finish
```

==> results.txt <==
Results of the implementation run.

The busiest metal layer after global routing is met2. The DRC violations left is 0. The mean instance size in the synthesized netlist came out at 23.3 sq um. After floorplanning, the core was divided into 64 placement rows. The startpoint-to-endpoint class of the critical path is in -> reg. The global router's overall resource usage is 0.224. Pin placement for this block handled 97 I/O pins.

The per-cell routed wire length came out at 25.1 um. The critical path data arrival time came out at 3.36 ns. Yosys instantiated no cell more often than sky130_fd_sc_hd__edfxtp_1. Final hold analysis gives a worst-case slack of 0.645 ns.

On the worst path, the slowest cell contributes a delay of 0.58 ns. The power consumption came out at 0.00609 W. In this run the deepest clock path goes through 3 buffers. The total power per unit cell area is 337 nW/um^2. STA puts the critical path data required time at 6.23 ns. The met1 global-route usage is 0.281. Timing would allow up to 319 MHz. Per the synthesis report, the number of distinct cell types is 21.

The clock latency reported for the late side of the worst-skew pair is 0.52 ns. The share of synthesized registers carrying an async set or reset is 0. The buffer and inverter count on the worst path is 2. Per the CTS log, the root buffer master is sky130_fd_sc_hd__clkbuf_16. In this run the worst hold path is classified as reg -> reg. The final report lists the setup-violating endpoint count as 0. In the routed layout, each cell is associated on average with a via count of 5.84. The wire-length estimate of the detail-placed layout is 14600 um.

The number of placed cells counting well taps is 1127. The number of iterations in the first detailed-routing pass is 4. The routed wire length is 30200 um.

The routing usage on met2 is 0.342. The gate count of the mapped netlist came out at 666. The number of enable flip-flop cells came out at 416. The Yosys warning count came out at 1. The category of the worst setup path launch point is an input pin. Nets still carrying antenna violations after routing amount to 0. Of all cell types, the one taking the most synthesized area is sky130_fd_sc_hd__edfxtp_1. The number of flip-flops and latches in the synthesized netlist is 416.

The global-route wire length before repair is 44600 um. The width of the die came out at 178 um. Detailed-route iteration 0 reported a violation count of 379. The pin count of the biggest net entering global routing came out at 75. The cell sequence reported for the critical path is buf_6 -> buf_12 -> mux4_2 -> a22oi_1 -> o221ai_1. The tool flagged a number of max-cap violations equal to 0. By count the netlist is led by sky130_fd_sc_hd__edfxtp_1 (416), sky130_fd_sc_hd__mux2i_1 (64), sky130_fd_sc_hd__mux4_2 (64), sky130_fd_sc_hd__a22oi_1 (28), sky130_fd_sc_hd__o221ai_1 (28).

The routability congestion estimate from global placement is 0.718. The core area came out at 30600 sq um. The clock-pin transition on the worst setup and hold timing paths is 0.06 ns. The initial antenna violation count came out at 1. The minimum period implied by the final worst setup slack is 3.13 ns. The static leakage is 5.83 nW. The part of the cycle the worst path needs is 0.522. The flow ran to the end, and the final reports show no timing, DRC or antenna violations. Per the Yosys statistics, synthesis produced 666 cells. The relative max-transition margin is 0.439. The overall die height came out at 178 um. The TritonCTS buffer count is 42.

The total vias in the final route is 7037. The post-synthesis sequential area ratio came out at 0.805. For reference, the top cells by area after synthesis are sky130_fd_sc_hd__edfxtp_1 (81%), sky130_fd_sc_hd__mux4_2 (9.3%), sky130_fd_sc_hd__mux2i_1 (4.1%), sky130_fd_sc_hd__o221ai_1 (1.6%), sky130_fd_sc_hd__a22oi_1 (1.4%). The overflow left after global routing came out at 0. The number of hold-repair buffers added at the cts stage is 0.

The share of layout cells above drive strength 1 came out at 0.204. The area recorded from the Yosys report for this design is 15500 sq um. The setup TNS after final layout came out at 0 ns.

Setup repair after global routing left no endpoint under its margin. The number of buffers inserted to repair setup after CTS is 0. The slowest cell on the critical path is sky130_fd_sc_hd__mux4_2. The number of gates resized after cts came out at 0. The count of tool warnings came out at 41. The initial standard-cell utilization of the core is 0.507. Looking at the clock tree report, the H-tree level count equals 2. STA classifies the critical path endpoint as a flip-flop. Counting pins that exceed their max-slew limit in the final report gives 0. The chip occupies 31700 sq um.

The via count of the first global-routing pass is 7797. The share of synthesized area in the top cell type comes to 0.805. The synthesized area came out at 15500 sq um. For met3 alone, demand over resource in global routing was 0.161.

The setup clock skew after layout came out at 0.00752 ns. Leaving out filler cells and counting taps, the final layout contains 1204. The clock drives 416 sinks. The dominant register cell is sky130_fd_sc_hd__edfxtp_1. Broken down by cell family, the worst path's largest delay share belongs to buffers and inverters. In this run the VDD rail shows a maximum IR drop of 0.000200 V. The report shows a maximum critical-path fanout of 74. TritonCTS built the clock tree.

The area growth from synthesis to layout came out at 16.6%. The number of hold violations in the final report came out at 0. The tally of buffers added on design ports came out at 80. For the pin with the worst max-slew slack, the measured transition is 0.838 ns.
-- stage by stage --
| stage | worst slack, ns | utilization | area, sq um |
|---|---|---|---|
| finish | 2.87 | 0.591 | 18100 |
| global route | 2.65 | 0.591 | 18100 |
| CTS | 2.83 | 0.591 | 18100 |
| detailed placement | 2.29 | 0.549 | 16800 |
| global placement | 2.32 | 0.549 | 16800 |
| floorplan | 1.61 | - | 15500 |
-- final timing paths --
kind,from,to,slack [ns],cells past startpoint
max,raddr[0],rdo[26]$_DFFE_PP_,2.87,5
min,RAM[8][21]$_DFFE_PP_,rdo[21]$_DFFE_PP_,0.64,2
max reg2reg,RAM[7][26]$_DFFE_PP_,rdo[26]$_DFFE_PP_,4.48,3
min reg2reg,RAM[8][21]$_DFFE_PP_,rdo[21]$_DFFE_PP_,0.64,2
-- worst min-delay path, cell delays in order (launching register included) --
cell	delay (ns)
sky130_fd_sc_hd__edfxtp_1	0.31
sky130_fd_sc_hd__mux2i_1	0.07
sky130_fd_sc_hd__o221ai_2	0.15
-- per-layer routing --
layer	up-vias	part of all wire
met5	-	0
met4	0	0.018
met3	51	0.15
met2	463	0.52
met1	3438	0.31
li1	3085	-
-- final cells by class --
type | instances | area, sq um
Fill cell | 2114 | 12500
Sequential cell | 416 | 12500
Multi-Input combinational cell | 216 | 2860
Clock buffer | 46 | 1090
Timing Repair Buffer | 99 | 952
Tap cell | 396 | 495
Clock inverter | 30 | 190
Antenna cell | 1 | 2.50
-- cells by family after synthesis --
| family | after synthesis | synth area share |
|---|---|---|
| DFF | 416 | 0.805 |
| muxes | 128 | 0.134 |
| and+or+nand+nor | 24 | 0.00815 |
| AOI/OAI and AO/OA | 64 | 0.0365 |
| buffers and inverters | 34 | 0.0158 |
-- power breakdown --
group | switching [W] | internal [W] | leakage [nW]
clock network | 0.00100 | 0.00139 | 0.631
registers | 0.0000301 | 0.00333 | 3.83
logic | 0.000173 | 0.000172 | 1.37
-- state kept, by name, indices dropped and copies added (netlist names) --
name,flops
rdo,32
RAM,384
-- cell usage in the layout, fill, tap and decap left out --
master	n
sky130_fd_sc_hd__nor2b_2	1
sky130_fd_sc_hd__bufinv_16	2
sky130_fd_sc_hd__diode_2	1
sky130_fd_sc_hd__mux2i_1	64
sky130_fd_sc_hd__a22oi_2	4
sky130_fd_sc_hd__a22oi_1	28
sky130_fd_sc_hd__clkinv_2	9
sky130_fd_sc_hd__nand3b_1	2
sky130_fd_sc_hd__inv_6	1
sky130_fd_sc_hd__or4_1	1
sky130_fd_sc_hd__clkinv_4	1
sky130_fd_sc_hd__nor2_4	8
sky130_fd_sc_hd__o221ai_2	4
sky130_fd_sc_hd__edfxtp_1	416
sky130_fd_sc_hd__buf_6	1
sky130_fd_sc_hd__nor3_2	4
sky130_fd_sc_hd__clkbuf_16	43
sky130_fd_sc_hd__or3b_1	1
sky130_fd_sc_hd__or4_2	1
sky130_fd_sc_hd__nand3_1	1
sky130_fd_sc_hd__clkbuf_1	3
sky130_fd_sc_hd__clkinv_1	16
sky130_fd_sc_hd__buf_4	18
sky130_fd_sc_hd__nor2_2	1
sky130_fd_sc_hd__nand2_1	1
sky130_fd_sc_hd__buf_12	1
sky130_fd_sc_hd__buf_2	1
sky130_fd_sc_hd__clkinvlp_4	1
sky130_fd_sc_hd__clkdlybuf4s50_1	78
sky130_fd_sc_hd__nand2b_1	3
sky130_fd_sc_hd__mux4_2	64
sky130_fd_sc_hd__o221ai_1	28
Power figures rest on the tool's default switching activity, not on a simulated workload.
